## design/flow/design.v

```verilog
module clock2gerente(input clk1, rst, output reg clk2);
	always @(negedge clk1 or posedge rst)
	begin
		if(rst == 1)
			clk2 <= 1'b0;
		else
			clk2 <= ~clk2;	
	end
endmodule
module dwt4db(
	input	clk, rst,
	input signed [15:0] x,
	output clk2,
	output signed [15:0] a, d
);
	wire signed [15:0] x0, x1;
	reg signed [23:0] z01, z02, z03, z04, z11, z12, z13, z14, z15, z16;
	wire signed [23:0] x0_9, x0_22, x0_35, x0_85,x0_118,x0_207;
	wire signed [23:0] x1_9, x1_22, x1_35, x1_85,x1_118,x1_207;
	wire signed [23:0] x0h00, x0h10, x1h01, x1h11, ae, de;
	clock2gerente gerente(clk, rst, clk2);
	polifase2dec decomp(clk, clk2, rst, x, x0, x1);
	rag4db rag0(x0, x0_9, x0_22, x0_35, x0_85,x0_118,x0_207);
	rag4db rag1(x1, x1_9, x1_22, x1_35, x1_85,x1_118,x1_207);
	always @ (posedge clk2 or posedge rst) begin
		if (rst == 1) begin
			z01 <= 24'd0;
			z02 <= 24'd0;
			z03 <= 24'd0;
			z04 <= 24'd0;
			z11 <= 24'd0;
			z12 <= 24'd0;
			z13 <= 24'd0;
			z14 <= 24'd0;
			z15 <= 24'd0;
			z16 <= 24'd0;
		end
		else begin
			z01 <= x0_207;
			z02 <= z01 - x0_35;
			z03 <= x0_22;
			z04 <= z03 - x0_118;
			z11 <= x1_85;
			z12 <= z11 + x1_118;
			z13 <= z12 - x1_22;
			z14 <= x1_9;
			z15 <= z14 - x1_35;
			z16 <= z15 + x1_207;
		end
	end
	assign x0h00 = x0_9 + z02;
	assign x0h10 = z04 -x0_85;
	assign x1h01 = z13;
	assign x1h11 = z16;
	assign ae = x0h00 + x1h01;
	assign de = x0h10 + x1h11;
	assign a = ae[23:8];
	assign d = de[23:8];
endmodule
module polifase2dec(input	clk1, clk2, rst,input [15:0] x, output reg [15:0] x0, x1);
	reg [15:0] z1x0, z1x1;
	reg paridade;
	wire [15:0] next_z1x0, next_z1x1;	
	always @ (posedge clk1 or posedge rst) 
	begin
		if (rst == 1) 
		begin
			z1x0 <= 16'd0;
			z1x1 <= 16'd0;
			paridade <= 1'b1;
		end
		else 
		begin
			z1x0 <= next_z1x0;
			z1x1 <= next_z1x1;
			paridade <= ~paridade;
		end
	end	
	assign next_z1x0 = paridade? z1x0 : x;
	assign next_z1x1 = paridade? x : z1x1;
	always @ (posedge clk2 or posedge rst) 
	begin
		if (rst == 1) 
		begin
			x0 <= 16'd0;
			x1 <= 16'd0;
		end
		else 
		begin
			x0 <= z1x0;
			x1 <= z1x1;
		end
	end
endmodule
module rag4db(
	input signed [15:0] x,
	output signed [23:0] x9,x22, x35,x85,x118,x207
);
	wire signed [23:0] x11, x59;
	assign x35 = (x <<< 5) + (x <<< 1) + x;
	assign x9 = (x <<< 3) + x;
	assign x11 = x9 + (x <<< 1);
	assign x59 = (x <<< 6) - (x <<< 2) - x;
	assign x85 = (x <<< 7) - (x <<< 5) - x11;
	assign x207 = x85 + (x <<< 7) - (x <<< 2) - (x <<< 1);
	assign x22 = x11 <<< 1;
	assign x118 = x59 <<< 1;
endmodule
```

## design/flow/run.sh

```bash
#!/bin/bash
# OpenROAD 26Q1-2900-gdf79404cd8, Yosys 0.63+post, stock flow scripts
make -C /OpenROAD-flow-scripts/flow DESIGN_CONFIG=/design/flow/config.mk WORK_HOME=/design/flow/orfs finish
```

## design/flow/config.mk

```make
export PLATFORM = sky130hd
export DESIGN_NAME = dwt4db
export DESIGN_NICKNAME = dwt4db
export VERILOG_FILES = /design/flow/design.v
export SDC_FILE = /design/flow/constraint.sdc
export NUM_CORES = 4
export LEC_CHECK = 1
export CORE_UTILIZATION = 50
```

## design/flow/constraint.sdc

```tcl
current_design dwt4db

set clk_period 8.2
set clk_io_pct 0.2

create_clock -name clk0 -period $clk_period [get_ports {clk}]

set non_clock_inputs [all_inputs -no_clocks]
set_input_delay [expr $clk_period * $clk_io_pct] -clock clk0 $non_clock_inputs
set_output_delay [expr $clk_period * $clk_io_pct] -clock clk0 [all_outputs]
```

==> notes.md <==
Physical implementation status

The ratio of total power to cell area stands at around 14 nW/µm². Clock tree synthesis inserted a total of 5 buffers. The run finished with clean final reports.

For hold timing, the worst endpoint is decomp.z1x1[10]$_DFFE_PP0P_. Nets still carrying antenna violations after routing amount to 0. Per the CTS log, the root buffer master is sky130_fd_sc_hd__clkbuf_16. The timing report attributes the biggest portion of critical-path delay to buffers and inverters.

After synthesis the cells add up to about 30000 µm². The share of synthesized registers carrying an async set or reset stands at approximately 100%. The setup check on the worst reg-to-reg path leaves a slack of 6.55 ns. The script logs the mean routed wire length per placed instance as 17.7 µm. The die is 244 µm tall. The worst setup margin stands at 1.20 ns.

STA classifies the critical path startpoint as a register. The number of max-slew violations in the final report stands at 0. The antenna diode count stands at 0. The final estimated routing congestion in global placement stands at 0.962. The initial antenna violation count stands at 1.

In this run the tightest slew margin relative to its limit is between 40% and 50%. Once iteration 0 of detailed routing completed, the report listed 834 DRC markers. The number of global-route vias before repair stands at ~21000.

The largest net degree at the start of global routing stands at 79. The depth of the worst register-to-register path stands at 1. The post-route core utilization stands at a little over half. The maximum number of buffers from clock root to sink stands at 2. The register area share after synthesis stands at 25.1%. The final HPWL from detailed placement stands at roughly 57 mm.

The combinational gate area stands at 20200 µm². The Yosys chip area stands at 29300 µm². For the worst min-delay path, the startpoint reported by OpenROAD is decomp.z1x1[10]$_DFFE_PP0P_.

For this design, the CTS-stage hold fixing added 0 buffers. Along the worst path, the maximum fanout reaches 2. The cell count after synthesis came out at 3014. The clock-pin slew reported for the worst setup and hold paths after clock tree synthesis stands at 0.05 ns. The fraction of final layout cells sized beyond drive strength 1 stands at 3.28%.

The worst clock skew on the final layout stands at 0.00966 ns. The number of setup buffers added after CTS is 0. Per the final timing report, the hold violations number 0.

The arrival time of data at the worst endpoint is listed as 5.36 ns. TritonCTS built the clock tree. The overall power of the completed layout stands at 0.000426 W. Counting the fill cells in the layout gives 5052. The number of core rows stands at 88.

The core area stands at 57800 µm². The critical path goes through clkdlybuf4s50_1. The total overflow reported by the global router stands at 0. In the setup report, the worst path falls into the class reg2out. In this run the worst hold path is classified as reg2reg. STA on the placed design reports a worst setup slack of 1.51 ns. The count of distinct cell types in the synthesized netlist stands at between 80 and 90. a little under 300 endpoints have no timing constraint. Warnings reported by Yosys during synthesis add up to 3.

The starting utilization of the core area stands at about half. The total die area stands at 59600 µm². The required arrival time at the worst endpoint stands at around 6.6 ns. The top cell types in the final layout, fill and taps aside, are sky130_fd_sc_hd__inv_1, sky130_fd_sc_hd__ha_1, sky130_fd_sc_hd__dfrtp_1. After synthesis, the mean cell area works out to 9.73 µm². The relative area change from synthesis to final layout stands at 5.78%. After clock tree synthesis, the repair step resized 0 gates. Before antenna repair, the detailed router went through 5 iterations. On the worst path, the slowest cell contributes a delay of 0.48 ns.

For this run, the leading register cell type out of synthesis is sky130_fd_sc_hd__dfrtp_1. Across the run, the number of max-cap violations was 0. The leakage power of the design stands at between 10 and 15 nW. The worst vdd rail ir drop stands at 0.0820 mV. The later-pin clock latency in the skew report stands at 0.30 ns.

The timer found 260 register pins that no clock reaches; their paths are not timed. Registers take 7360 µm². The buffer_ports step reported a buffer count of 50. The hold-critical path depth stands at 1. The global-route usage over all layers stands at approximately 25%. Setup repair after global routing left no endpoint under its margin. The timing report shows that the slowest cell on the worst path is sky130_fd_sc_hd__clkdlybuf4s50_1. The worst register-to-register path ends at decomp.z1x1[5]$_DFFE_PP0P_. The deepest level of the CTS H-tree stands at 2. The wire length of the first global-routing pass stands at ~110 mm. The slew of the pin with the lowest slew margin stands at slightly below 0.9 ns.

The most critical setup path has its startpoint at gerente.clk2$_DFF_NP0_. Per the cell usage report, the commonest logic cell in the layout is sky130_fd_sc_hd__inv_1. The end-of-flow timing check tallies setup violations at 0. Counting both buffers and inverters, the worst setup path holds a total of 1.

The share of the synthesized area in the top cell type stands at 24.9%. The synthesis report lists the most area-consuming cells as sky130_fd_sc_hd__dfrtp_1, sky130_fd_sc_hd__ha_1, sky130_fd_sc_hd__fa_1. Per the Yosys statistics, synthesis produced about 3000 cells.

For this run, design rule violations remaining after detail routing come to 0. Sorting the Yosys area breakdown by cell type puts at the top sky130_fd_sc_hd__dfrtp_1. According to the floorplan report, the die width is roughly 240 µm. Looking at the reg2reg group, the worst path starts from decomp.paridade$_DFF_PP1_. The tool warning count for the run is about 68. The total number of vias stands at roughly 21000.

The floorplan report gives the top-level pin count as 51. For this block, the routed nets add up to 68.1 mm of wire. The post-synth count of flops with an enable pin is 0. The routed via count divided by cell count stands at around 5.4. The number of storage elements in the synthesis netlist stands at 294. The worst setup path is captured at an output port.
## cell usage after synthesis, types with 10 or more instances
cell	n
sky130_fd_sc_hd__inv_1	446
sky130_fd_sc_hd__ha_1	402
sky130_fd_sc_hd__dfrtp_1	292
sky130_fd_sc_hd__fa_1	226
sky130_fd_sc_hd__xnor2_1	220
sky130_fd_sc_hd__a21oi_1	211
sky130_fd_sc_hd__nor2_1	180
sky130_fd_sc_hd__nand2_1	110
sky130_fd_sc_hd__xor2_1	104
sky130_fd_sc_hd__o21ai_0	95
sky130_fd_sc_hd__a21o_1	82
sky130_fd_sc_hd__nor3_1	57
sky130_fd_sc_hd__o21a_1	57
sky130_fd_sc_hd__nand3_1	42
sky130_fd_sc_hd__nand2b_1	41
sky130_fd_sc_hd__o21bai_1	39
sky130_fd_sc_hd__a211oi_1	36
sky130_fd_sc_hd__mux2_2	33
sky130_fd_sc_hd__nor2b_1	33
sky130_fd_sc_hd__a31oi_1	25
sky130_fd_sc_hd__or3_1	24
sky130_fd_sc_hd__o21ai_1	21
sky130_fd_sc_hd__and3_1	20
sky130_fd_sc_hd__clkbuf_1	17
sky130_fd_sc_hd__o211ai_1	16
sky130_fd_sc_hd__and2_1	10
## worst max-delay path by stage
| stage | end | slack, ns | depth (start not counted) |
|---|---|---|---|
| final | clk2 | 1.20 | 1 |
| after CTS | clk2 | 1.16 | 1 |
| after global routing | clk2 | 1.14 | 1 |
## cell type report
class | count | share of cell area, %
multi-input combinational | 2256 | 65.2
clock inverter | 1 | 0.0161
inverter | 447 | 5.42
tap | 765 | 3.08
clock buffer | 7 | 0.460
sequential | 294 | 23.7
timing repair buffer | 70 | 2.10
## metrics by stage
| stage | area (µm²) | std cells | hold WS, ns | setup TNS, ns |
|---|---|---|---|---|
| after detailed placement | 30900 | 3832 | 0.491 | 0 |
| after global routing | 31000 | 3840 | 0.511 | 0 |
| after floorplan | 29300 | 3014 | 0.476 | -2.09 |
| after global placement | 30900 | 3832 | 0.484 | 0 |
| after CTS | 31000 | 3840 | 0.504 | 0 |
| final | 31000 | 3840 | 0.500 | 0 |
## per-layer routing
metal / vias to the layer above / GRT usage (%) / part of all wire, %
li1: 10400 / - / -
met1: 10100 / 38.3 / 47
met2: 321 / 41.0 / 48
met3: 44 / 3.56 / 4.2
met4: 0 / 2.57 / 1.2
met5: - / 0 / 0
## power breakdown
| group | total [W] | internal (W) | switching, W | leakage [nW] |
|---|---|---|---|---|
| registers | 0.000179 | 0.000176 | 0.00000366 | 3.40 |
| clock network | 0.000199 | 0.000121 | 0.0000781 | 0.0739 |
| logic | 0.0000481 | 0.0000148 | 0.0000333 | 11.5 |
## cell families after synthesis
family | after synthesis | synth area share, %
buffers and inverters | 464 | 5.94
DFF | 294 | 25.1
xor gates and xnor gates | 325 | 9.76
adders and majority gates | 628 | 32.6
and+or+nand+nor | 553 | 9.04
muxes | 37 | 1.40
AOI/OAI and AO/OA | 713 | 16.2
## registers in the layout (all words and copies together), names as in the netlist, 16 cells and up
signal	cells
z01	24
z02	24
z12	24
z13	24
z15	24
z16	24
z11	23
z04	22
z14	20
z03	19
decomp.x0	16
decomp.x1	16
decomp.z1x0	16
decomp.z1x1	16
Power figures rest on the tool's default switching activity, not on a simulated workload.
