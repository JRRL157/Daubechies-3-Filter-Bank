==> flow/run.sh <==
#!/bin/bash
# OpenROAD 26Q1-2900-gdf79404cd8, Yosys 0.63+post, stock flow scripts
make -C /OpenROAD-flow-scripts/flow DESIGN_CONFIG=/design/flow/config.mk WORK_HOME=/design/flow/orfs finish
==> flow/config.mk <==
export PLATFORM = sky130hd
export DESIGN_NAME = idwt4db
export DESIGN_NICKNAME = idwt4db
export VERILOG_FILES = /design/flow/design.v
export SDC_FILE = /design/flow/constraint.sdc
export NUM_CORES = 4
export LEC_CHECK = 1
export CORE_UTILIZATION = 40
==> flow/constraint.sdc <==
current_design idwt4db

set clk_period 13.4
set clk_io_pct 0.2

create_clock -name clk0 -period $clk_period [get_ports {clk}]

set non_clock_inputs [all_inputs -no_clocks]
set_input_delay [expr $clk_period * $clk_io_pct] -clock clk0 $non_clock_inputs
set_output_delay [expr $clk_period * $clk_io_pct] -clock clk0 [all_outputs]
==> flow/design.v <==
module idwt4db(
	input	clk, rst,
	input signed [15:0] a, d,
	output signed [15:0] x
);
	wire signed [15:0] x0, x1;
	reg signed [23:0] z01, z02, z03, z04,z05, z11, z12, z13, z14, z15;
	wire signed [23:0] a_9, a_22, a_35, a_85, a_118, a_207;
	wire signed [23:0] d_9, d_22, d_35, d_85, d_118, d_207;
	wire signed [23:0] ag00, ag01, dg10, dg11, x0e, x1e;
	rag4db rag0(a, a_9, a_22, a_35, a_85, a_118, a_207);
	rag4db rag1(d, d_9, d_22, d_35, d_85, d_118, d_207);
	polifase2comp policomp(.clk1(clk),.rst(rst),.x0(x0),.x1(x1),.y(x));
	always @ (posedge clk or posedge rst) begin
		if (rst == 1) begin
			z01 <= 24'd0;
			z02 <= 24'd0;
			z03 <= 24'd0;
			z04 <= 24'd0;
			z05 <= 24'd0;
			z11 <= 24'd0;
			z12 <= 24'd0;
			z13 <= 24'd0;
			z14 <= 24'd0;
			z15 <= 24'd0;			
		end
		else begin
			z01 <= -a_22;
			z02 <= z01 + a_118;
			z03 <= a_9;
			z04 <= z03 - a_35;
			z05 <= z04 + a_207;
			z11 <= d_22;
			z12 <= z11 - d_118;
			z13 <= d_9;
			z14 <= z13 - d_35;
			z15 <= z14 + d_207;
		end
	end
	assign ag00 = z02 + a_85;
	assign dg10 = z12 - d_85 ;
	assign ag01 = z05;
	assign dg11 = z15;
	assign x0e = ag00 + dg10;
	assign x1e = ag01 + dg11;
	assign x0 = x0e[23:8];
	assign x1 = x1e[23:8];
endmodule
module polifase2comp(input clk1, rst, input [15:0] x0,x1, output reg [15:0] y);
	reg paridade;
	wire [15:0] next_y;
	always @(posedge clk1 or posedge rst)
	begin
		if(rst == 1)
		begin
			y <= 16'd0;
			paridade <= 1'b0;
		end
		else
		begin
			y <= next_y;
			paridade <= ~paridade;
		end
	end
	assign next_y = paridade ? x1 : x0;
endmodule
module rag4db(
	input signed [15:0] x,
	output signed [23:0] x9,x22, x35,x85,x118,x207
);
	wire signed [23:0] x11, x59;
	assign x35 = (x <<< 5) + (x <<< 1) + x;
	assign x9 = (x <<< 3) + x;
	assign x11 = x9 + (x <<< 1);
	assign x59 = (x <<< 6) - (x <<< 2) - x;
	assign x85 = (x <<< 7) - (x <<< 5) - x11;
	assign x207 = x85 + (x <<< 7) - (x <<< 2) - (x <<< 1);
	assign x22 = x11 <<< 1;
	assign x118 = x59 <<< 1;
endmodule
==> flow_metrics.env <==
# physical design summary
export IMPL_status="complete, no violations"
export IMPL_pin_count=50
export IMPL_chipArea_um2=68600
export IMPL_cts_htree_levels=1
export IMPL_die_width_um=262
export IMPL_grt_pass1_wl_mm=102
export IMPL_flop_area_um2=6010
export IMPL_fp_util_pct=40.7
export IMPL_via_count=19400
export IMPL_path_common_cell="fa_1"
export IMPL_required_ps=13870
export IMPL_cts_inserted_buffers=30
export IMPL_r2r_slack_ps=8870
export IMPL_drc_errors=0
export IMPL_rsz0062_at_grt="false"
export IMPL_cp_end_kind="flip-flop"
export IMPL_clock_root_buffer="clkbuf_16"
export IMPL_warnings=68
export IMPL_fp_dieH_um=262
export IMPL_hp_start="z14[0]$_DFF_PP0_"
export IMPL_rows=94
export IMPL_critPathLaunchType="input pin"
export IMPL_cpMaxStageDelayCell="clkdlybuf4s50_1"
export IMPL_area_delta_synth_final_pct=10.6
export IMPL_tritoncts="done"
export IMPL_coreArea_um2=66300
export IMPL_antennaDiodeCount=0
export IMPL_max_slew_margin_pct=43.4
export IMPL_fill_cells=6111
export IMPL_crit_end="policomp.y[15]$_DFF_PP0_"
export IMPL_layout_setup_ws_ps=1680
export IMPL_max_stage_delay_ps=870
export IMPL_synthFlopType="dfrtp_1"
export IMPL_cts_setup_buffers=0
export IMPL_hpwlAfterDp_mm=49.9
export IMPL_synth_cell_type_count=91
export IMPL_final_core_util_pct=45.0
export IMPL_clk_latency_ps=580
export IMPL_cts_buffer_depth=3
export IMPL_place_port_buffers=49
export IMPL_grt_pass1_vias=19300
export IMPL_crit_start="d[1]"
export IMPL_holdWs_ps=475
export IMPL_holdCritPathClass="flip-flop to flip-flop"
export IMPL_edf_count=0
export IMPL_tightest_slew_ps=848
export IMPL_timing_final_crit_period_ps=11720
export IMPL_syn_area_um2=27000
export IMPL_cts_reportedPaths_clkPinSlew_ps=60
export IMPL_r2r_start="z14[2]$_DFF_PP0_"
export IMPL_ys_seq_share_pct=22.2
export IMPL_postCtsHoldBufs=0
export IMPL_setup_viol=0
export IMPL_min_period_over_period_pct=87.5
export IMPL_wl_per_cell_um=16.6
export IMPL_antenna_found_initial=0
export IMPL_first_iter_violations=1031
export IMPL_gp_congestion=0.934
export IMPL_reg2reg_to="z15[22]$_DFF_PP0_"
export IMPL_yosys_stat_cells=2758
export IMPL_netlist_instances=2758
export IMPL_clkSinkCount=240
export IMPL_yosysWarnings=2
export IMPL_synthArstFlopShare_pct=100
export IMPL_grtUsageTotal_pct=19.7
export IMPL_critPathKind="input pin to flip-flop"
export IMPL_ys_area_um2=27000
export IMPL_syn_mean_instance_area_um2=9.80
export IMPL_drt_vias_per_instance=5.20
export IMPL_cp_max_fo=10
export IMPL_place_ws_ps=1130
export IMPL_dr_pass1_iters=5
export IMPL_grt_remaining_overflow=0
export IMPL_drv_slew=0
export IMPL_cts_resized=0
export IMPL_reg2reg_depth=17
export IMPL_drive_gt1_share_pct=5.01
export IMPL_arrival_ps=12190
export IMPL_setup_tns_ps=0
export IMPL_combGateArea_um2=19300
export IMPL_fin_skew_ps=9.49
export IMPL_drv_cap=0
export IMPL_numSynthFlops=240
export IMPL_hold_viol=0
export IMPL_fmax_mhz=85.3
export IMPL_grt_start_max_net_pins=96
export IMPL_routed_wl_mm=62.0
export IMPL_ant_nets=0
==> through the flow <==
stage	std cells	cell area, µm²
6_report	3737	29900
3_3_place_gp	3681	28700
4_1_cts	3737	29900
2_1_floorplan	2758	27000
5_1_grt	3737	29900
3_5_place_dp	3681	28700
==> final cells by class <==
| class | count | area share, % |
|---|---|---|
| inverters | 448 | 5.65 |
| flip-flops and latches | 240 | 20.1 |
| multi-input cells | 2059 | 64.5 |
| well taps | 864 | 3.62 |
| clock buffers | 35 | 2.78 |
| repair buffers | 70 | 2.21 |
| clock inverters | 21 | 1.10 |
==> per-layer routing <==
| metal | track usage, % | part of all wire, % | routed length, µm | vias up |
|---|---|---|---|---|
| li1 | - | - | - | 9556 |
| met1 | 29.7 | 46 | 28300 | 9373 |
| met3 | 4.68 | 6.5 | 4050 | 52 |
| met2 | 30.6 | 46 | 28800 | 450 |
| met4 | 2.52 | 1.4 | 860 | 0 |
| met5 | 0 | 0 | 0 | - |
==> worst min path at each step <==
stage	endpoint	cells past startpoint
6_report	z15[0]$_DFF_PP0_	1
5_1_grt	z15[0]$_DFF_PP0_	1
4_1_cts	z15[0]$_DFF_PP0_	1
==> cells by family (layout without fill, tap and decap cells) <==
| group | after synthesis | after routing | synth area share (%) |
|---|---|---|---|
| AND/OR/NAND/NOR | 512 | 512 | 9.43 |
| XOR/XNOR | 277 | 277 | 9.01 |
| AND-OR/OR-AND | 635 | 635 | 16.3 |
| multiplexers | 4 | 4 | 0.176 |
| flip-flops | 240 | 240 | 22.2 |
| adder cells (fa/ha/maj) | 631 | 631 | 36.5 |
| buffers and inverters | 459 | 574 | 6.38 |
==> state kept, by name, summed over array words and instances (netlist names), 16 cells and up <==
name        flops
z13            19
z05            24
z15            24
policomp.y     16
z11            20
z03            20
z02            23
z12            23
z14            24
z04            24
z01            22
==> cells in the final DEF, fill, tap and decap left out, drive strengths merged, types with 18 or more instances in the layout <==
cell / netlist / final
dfrtp: 240 / 240
o31ai: 18 / 18
clkdlybuf4s50: 0 / 49
o21ai: 104 / 104
xnor2: 196 / 196
or3: 19 / 19
ha: 369 / 369
fa: 262 / 262
nor2b: 24 / 24
and3: 21 / 21
inv: 448 / 449
nand2: 99 / 99
o21a: 43 / 43
a31oi: 29 / 29
buf: 2 / 21
nand3: 37 / 37
nand2b: 45 / 45
nor2: 142 / 142
xor2: 81 / 81
nor3: 63 / 63
o21bai: 40 / 40
a21oi: 182 / 182
clkbuf: 9 / 35
a21o: 72 / 72
==> critical path, delay by kind of cell <==
kind                       cells  cell delay, ps
AOI/OAI and AO/OA             12            2900
xor gates and xnor gates       5             980
adders and majority gates      6            2500
buffers and inverters          2            1290
muxes                          1             290
and+or+nand+nor                8            1530
==> synthesized netlist by cell type, types with 37 or more instances <==
master	count	share of area, %
a21o_1	72	2.0
a21oi_1	175	3.2
dfrtp_1	240	22
fa_1	262	19
ha_1	369	17
inv_1	448	6.2
nand2_1	99	1.4
nand2b_1	45	1.0
nand3_1	37	0.69
nor2_1	142	2.0
nor3_1	63	1.2
o21a_1	43	1.2
o21ai_0	92	1.7
o21bai_1	39	1.1
xnor2_1	195	6.3
xor2_1	81	2.6
